===== flow/run.sh =====
#!/bin/bash
# OpenROAD 26Q1-2900-gdf79404cd8, Yosys 0.63+post, stock flow scripts
make -C /OpenROAD-flow-scripts/flow DESIGN_CONFIG=/design/flow/config.mk WORK_HOME=/design/flow/orfs finish

===== flow/config.mk =====
export PLATFORM = sky130hd
export DESIGN_NAME = timeline
export DESIGN_NICKNAME = timeline
export VERILOG_FILES = /design/flow/design.v
export SDC_FILE = /design/flow/constraint.sdc
export NUM_CORES = 4
export LEC_CHECK = 1
export CORE_UTILIZATION = 40

===== flow/constraint.sdc =====
current_design timeline

set clk_period 2.6
set clk_io_pct 0.2

create_clock -name clk0 -period $clk_period [get_ports {CLOCK_50}]

set non_clock_inputs [all_inputs -no_clocks]
set_input_delay [expr $clk_period * $clk_io_pct] -clock clk0 $non_clock_inputs
set_output_delay [expr $clk_period * $clk_io_pct] -clock clk0 [all_outputs]

===== flow/design.v =====
module mem_audio (resetn, CLOCK_50, volume_code, sound);
  input resetn;
  input CLOCK_50;
  input [3:0] volume_code;
  output signed [31:0] sound;
  wire CLOCK_SLOW;
  wire play_sound;
  wire [3:0] beat_number;
  wire [3:0] sound_code;
  CLOCK_half_sec U1 (
    .resetn(resetn),
    .CLOCK_50(CLOCK_50),
    .CLOCK_SLOW(CLOCK_SLOW)
  );
  counter_nbit #(.n(4)) U2 (
    .CLOCK_50(CLOCK_50),
    .resetn(resetn),
    .en(CLOCK_SLOW),
    .count(beat_number)
  );
  timeline U3 (
    .resetn(resetn),
    .CLOCK_50(CLOCK_50), 
    .wren(1'b0),
    .din(4'b0),
    .beat_number(beat_number),
    .dout(sound_code)
  );
  sound_duration U4 (
    .resetn(resetn), 
    .CLOCK_50(CLOCK_50), 
    .en(CLOCK_SLOW),
    .play_sound(play_sound));
  waveform_synthesizer U5 (
    .resetn(resetn), 
    .CLOCK_50(CLOCK_50), 
    .en(play_sound),
    .sound_code(sound_code),
    .volume_code(volume_code),
    .sound(sound)
  );
endmodule
module timeline (resetn, CLOCK_50, wren, din, beat_number, dout);
  input resetn;
  input CLOCK_50;
  input wren;
  input [3:0] din;
  input [3:0] beat_number;
  output reg [3:0] dout;
  reg [63:0] ff;
  always @ (posedge CLOCK_50) begin
    if (!resetn)
      ff <= 64'b0001001001001000100110110111010101111000011010000101010001111000;
    else if (wren)
      ff[beat_number * 4 +: 4] <= din;
  end
  always @ (posedge CLOCK_50) begin
    dout = ff[beat_number * 4 +: 4];
  end
endmodule
module CLOCK_half_sec (resetn, CLOCK_50, CLOCK_SLOW);
  input CLOCK_50, resetn;
  output CLOCK_SLOW;
  reg [24:0] Count; 
  always @ (posedge CLOCK_50) begin
    if (!resetn)
      Count <= 0;
    else
      Count <= Count + 1;
  end
  assign CLOCK_SLOW = ~|Count;
endmodule
module sound_duration (resetn, CLOCK_50, en, play_sound);
  input resetn;
  input CLOCK_50;
  input en;
  output reg play_sound;
  reg [21:0] counter; 
  always @(posedge CLOCK_50) begin
    if (!resetn) begin
      counter <= 22'b0;     
      play_sound <= 1'b0;  
    end 
    else begin
      if (en && counter == 3'b0) begin
        counter <= 22'h3FFFFF; 
        play_sound <= 1'b1;
      end 
      else if (counter > 0) begin
        counter <= counter - 1;
        if (counter == 22'b1)
          play_sound <= 1'b0;  
      end
    end
  end
endmodule

==> results_slide.txt <==
Flow Results at a Glance

Worst hold path
  – Hold Crit Class: reg2reg
  – Cell depth of the worst hold path: 2
  – Min-delay src: ff[38]

Power and ir drop
  – Net Sw Frac: 26.9%
  – Pint: 1.79 mW
  – Max VDD drop: 0.260 mV
  – Clock Power Share: 39.6%
  – Sequential Power Share: 44.0%
  – Lkg Pwr: 1.57 nW
  – Sw power: approximately 0.66 mW
  – Logic gate share of total power: between 10% and 20%
  – Power Density: 597 nW/um2

Critical path
  – CP bufs+invs: 2
  – CP Class: in2reg
  – CP Max Fanout: 12
  – Worst Path Arrival: ~2.8 ns
  – Worst Setup End Kind: register
  – Delay-heaviest family, CP: simple AND/OR/NAND/NOR gates
  – Startpoint Class: input port
  – CP max stage delay: approximately 0.58 ns
  – Critical Path RT: about 2.9 ns
  – Critical path, cell by cell: clkdlybuf4s50_1 -> inv_1 -> ha_1 -> and2b_1 -> and3_1 -> nand3_1 -> a21oi_1
  – Reg2reg path depth: 5
  – Critical path's slowest cell: clkdlybuf4s50_1
  – CP startpoint: beat_number[1]
  – Crit. path cell count: 7
  – Reg2Reg Launch Point: ff[15]

Synth
  – Share of the synthesized area in the top cell type: 40.0%
  – Asr flop ratio synth: 0%
  – Synth warn: 1
  – Chip area in the Yosys report: 3400 um2
  – Post-Syn Area per Cell: 8.82 um2
  – Seq cells post-synth: 68
  – Synth Instances: 386
  – Post-synthesis cell type count: 53
  – Seq share, synth: 40.0%
  – # Cells Yosys: 386
  – Post-synth EDFFs: 0
  – Main flop type: dfxtp_1
  – Dominant cell type by area after synthesis: dfxtp_1
  – Post-Syn Area: around 3400 um2
  – Synth top area cells: dfxtp_1 (40%), nand3_1 (7.4%), mux2i_1 (6.2%), mux4_2 (5.3%), o21ai_0 (5.1%)

Cells and area
  – # fillers: 762
  – Comb gate area: 1840 um2
  – Top cell excl fill/tap: dfxtp_1
  – Area growth syn-to-layout: 20.2%
  – Fin util: 49.8%
  – Share of layout cells above drive strength 1: 19.3%
  – Register area: between 1000 and 1500 um2
  – Most frequent cells in the layout: dfxtp_1 (68), nand3_1 (50), buf_4 (49), o21ai_0 (35), a21oi_1 (30)

Routing
  – Vias: 3167
  – Routed WL: around 11000 um
  – First-pass DRT Iterations: 5
  – Vias per cell: 5.92
  – Ant. Diodes: 0
  – DRT antenna net count: 0
  – # DRC: 0
  – DR WL/cell: slightly below 20 um
  – DR iter-0 viols: between 200 and 300

Clocking
  – Clock Path Buffers: 2
  – TritonCTS Buffers: 9
  – CTS Root Cell: clkbuf_8
  – Clk sink count: between 60 and 70
  – CTS H-tree lvls: 3
  – CTS Hold Buffers Added: 0
  – CTS tree: yes
  – CTS clock-pin slew for the worst setup and hold paths: 0.07 ns
  – Clk latency late pin: 0.35 ns
  – Post-CTS setup buffers: 0
  – Post_cts resized: 0

Run
  – Max Cap Viol: 0
  – Log Warnings: 25

Place
  – Detail Placement HPWL: 7100 um
  – Port-buffer cells: 14
  – Placer Congestion: about 0.94
  – Pre-CTS setup slack: -0.189 ns

STA
  – RSZ-0062 raised after global routing: no
  – Actual slew at the worst max-slew pin: between 0.8 and 0.9 ns
  – Fin. Hold Viols: 0
  – Setup ws final: about 0.11 ns
  – Min Tclk post-route: 2.49 ns
  – Clock skew: between 0.009 and 0.01 ns
  – Max-slew headroom: 43.1%
  – Tcrit/Tclk final: 95.8%
  – Setup Viol. Count Final: 0
  – Max-slew violations: 0
  – Fmax: 0.402 GHz

Global routing
  – Global-route wire length before repair: 16700 um
  – Total GRT Usage: a little over a quarter
  – Largest net degree at the start of global routing: 37
  – Grt ovf: 0
  – Number of global-route vias before repair: 2954
  – Antenna violations before repair: 0

Die
  – Core Region: roughly 8200 um2
  – IO Pins: 15
  – Die Width: 94.3 um
  – Die H: 94.3 um
  – Chip Area: 8880 um2
  – Rows: 33
  – Floorplan utilization: between 40% and 50%

Status
  – Status: finished, final reports clean
-- layout make-up --
class	count	share of cell area (%)
clock buffer	11	3.45
clock inverter	5	1.83
inverter	11	1.01
multi-input combinational	272	44.9
sequential	68	33.3
tap	105	3.21
timing repair buffer	63	12.3
-- cells in the mapped netlist, types with 2 or more instances --
master	number
buf_2	11
or4_1	2
buf_4	4
nor2b_1	3
o21ai_0	35
mux2i_1	21
clkbuf_1	17
a21o_1	2
o31ai_1	10
a22oi_1	4
o211ai_1	6
a221oi_1	8
a32oi_1	6
inv_1	10
nor3_1	3
nand2b_1	4
and3_1	3
nor2_1	20
a21oi_1	30
ha_1	2
dfxtp_1	68
nand2_1	19
o311ai_0	3
o221ai_1	4
clkbuf_2	2
a211oi_2	2
nand3_1	50
nand4_1	5
mux4_2	8
-- power by group through the flow --
stage     Sequential [mW]  Clock, mW  Combinational, mW
4_1_cts              1.08      0.980              0.395
5_1_grt              1.08       1.03              0.428
6_report             1.08      0.967              0.400
-- metal layers --
layer / share of wire (%) / routed length (um) / global-route usage, %
met1: 46 / 4880 / 40.5
met2: 44 / 4690 / 38.8
met3: 6.2 / 658 / 3.95
met4: 3.3 / 345 / 6.67
met5: 0 / 0 / 0
-- cells by family after synthesis --
logic type,after synthesis,synth area share (%)
adders and majority gates,2,0.735
xor gates and xnor gates,2,0.735
buffers and inverters,46,5.99
DFF,68,40.0
muxes,29,11.5
and+or+nand+nor,119,17.5
AOI/OAI and AO/OA,120,23.6
-- final timing paths --
path | slack (ns) | end
min reg2reg | 0.47 | ff[38]
max | 0.11 | ff[23]
min | 0.47 | ff[38]
max reg2reg | 1.21 | dout[3]
-- worst reg2reg max path: stages (launching register included) --
cell	delay, ns
dfxtp_1	0.33
mux2i_1	0.08
a221oi_1	0.47
buf_4	0.19
nor2_1	0.03
o21ai_0	0.20
-- flip-flops by register name, indices dropped and copies added (netlist names) --
| register | count |
|---|---|
| dout | 4 |
| ff | 64 |
-- stage by stage --
step                      setup TNS [ns]  cells  power, mW  cell area, um2  hold WS, ns
after floorplan                        0    386       1.32            3400        0.434
after global placement             -2.93    519       1.49            3880        0.446
after detailed placement           -4.04    519       1.49            3880        0.444
after CTS                              0    535       2.45            4090        0.465
after global routing                   0    535       2.54            4090        0.493
final                                  0    535       2.44            4090        0.467
No activity file was given, so power comes from the tool's default toggle rates.
